==> design.v <==
module F_mux_mem (
    input  wire  [2:0]    selector,     
    input  wire  [31:0]   Data_0,
	input  wire  [31:0]   Data_1,		 
	input  wire  [31:0]   Data_2,		 
	input  wire  [31:0]   Data_3,		 
    input  wire  [31:0]   Data_4,
    input  wire  [31:0]   Data_5,
    input  wire  [31:0]   Data_6,
    output wire  [31:0]   Data_out
);
    wire [31:0] XOX;
    wire [31:0] XIX;
    wire [31:0] OXX;
    wire [31:0] IOX;
    wire [31:0] IXX;
    assign XOX      = (selector[0]) ? Data_1 : Data_0;
    assign XIX      = (selector[0]) ? Data_3 : Data_2;
    assign OXX      = (selector[1]) ? XIX    : XOX;
    assign IOX      = (selector[0]) ? Data_5 : Data_4;
    assign IXX      = (selector[1]) ? Data_6 : IOX;
    assign Data_out = (selector[2]) ? IXX    : OXX;
endmodule
==> run.sh <==
#!/bin/bash
# OpenROAD 26Q1-2900-gdf79404cd8, Yosys 0.63+post, stock flow scripts
make -C /OpenROAD-flow-scripts/flow DESIGN_CONFIG=/design/flow/config.mk WORK_HOME=/design/flow/orfs finish
==> config.mk <==
export PLATFORM = sky130hd
export DESIGN_NAME = F_mux_mem
export DESIGN_NICKNAME = F_mux_mem
export VERILOG_FILES = /design/flow/design.v
export SDC_FILE = /design/flow/constraint.sdc
export NUM_CORES = 4
export LEC_CHECK = 1
export CORE_AREA = 10 10 127 127
export DIE_AREA = 0 0 137 137
==> constraint.sdc <==
current_design F_mux_mem

set clk_period 1.8
set clk_io_pct 0.2

create_clock -name clk0 -period $clk_period

set non_clock_inputs [all_inputs -no_clocks]
set_input_delay [expr $clk_period * $clk_io_pct] -clock clk0 $non_clock_inputs
set_output_delay [expr $clk_period * $clk_io_pct] -clock clk0 [all_outputs]
==> flow_summary.json <==
{
  "p_int_w": 0.000795,
  "gp_congestion": 0.886,
  "std_cell_rows": 42,
  "startpoint": "Data_3[27]",
  "ys_area_mm2": 0.00238,
  "status": "finished clean",
  "period_needed_ns": 1.76,
  "dp.cells": 658,
  "combPwrFrac": 1.000,
  "totalWireLength_um": 12700,
  "maxCapViolCount": 0,
  "cp-endpoint": "Data_out[27]",
  "lay_top_cells": "clkdlybuf4s50_1 (177), mux2i_1 (64), buf_2 (33)",
  "ant_nets": 0,
  "hp-class": "in2out",
  "drt_first_iter_violations": 77,
  "end_kind": "output pin",
  "max_slew_margin": 0.748,
  "n_clock_buffer": 0,
  "route.vias.total": 2860,
  "avgSynthCellArea_um2": 10.7,
  "grt_max_degree": 30,
  "syn_area_mm2": 0.00238,
  "first_global_vias": 3195,
  "syn_to_final_growth_pct": 121,
  "p_leak_nw": 2.39,
  "worstPathRequired_ns": 1.44,
  "dp_hpwl_um": 11100,
  "setup_violations": 0,
  "worstSetupPathType": "in2out",
  "hold_viol": 0,
  "p_seq_frac": 0,
  "swShare": 0.325,
  "yosys_cells": 223,
  "core_area_mm2": 0.0133,
  "netlist-cell-type-count": 13,
  "peakVddDrop_uv": 95.9,
  "synth.yosys.seq_area_share": 0,
  "layout_top_cell": "clkdlybuf4s50_1",
  "fp_util": 0.179,
  "first_pass_iters": 4,
  "chipArea_mm2": 0.0188,
  "drc": 0,
  "yosysWarnings": 0,
  "ff_latch_area_um2": 0,
  "power_w": 0.00118,
  "antenna_found_initial": 3,
  "grt_overflow": 0,
  "die_x_um": 137,
  "fmax_mhz": 567,
  "hold_start": "Data_3[11]",
  "grt.total_usage": 0.127,
  "power_density_mw_per_mm2": 224,
  "clock_power_share": 0,
  "cts_hold_buf": 0,
  "ioPinCount": 259,
  "grt_pass1_wl_um": 18600,
  "tightest_slew_ns": 0.378,
  "instances_no_fill": 662,
  "wl_per_cell_um": 19.2,
  "warnings": 33,
  "rsz0062_at_grt": "no",
  "cp.arrival_ns": 1.40,
  "via_per_inst": 4.32,
  "port_buffers": 259,
  "layout_worst_path_cycle_share": 0.980,
  "syn_inst": 223,
  "cp_max_fo": 1,
  "fillers": 1331,
  "switchingPower_w": 0.000383,
  "die_y_um": 137,
  "drv_slew": 0,
  "postCtsSetupBuffers": 0,
  "seq_cell_count": 0,
  "drive_gt1_frac": 0.329,
  "startpoint_type": "primary input"
}
power groups by stage:
stage                 Sequential (W)  Combinational [W]        Clock, W
after global routing               0            0.00128  0.000000000223
final                              0            0.00118  0.000000000223
after CTS                          0            0.00121               0
critical path, stage by stage:
cell and delay [ns]:
clkdlybuf4s50_1 0.40, mux2_4 0.26, o211ai_2 0.16, o221ai_2 0.10, buf_2 0.13
worst min-delay path by stage:
stage               to  slack, ns  cells past startpoint
6_report  Data_out[11]       1.17                      5
5_1_grt    Data_out[3]       1.21                      5
4_1_cts    Data_out[9]       1.28                      4
synthesized netlist by cell type:
| master | n | area (µm²) |
|---|---|---|
| mux2i_1 | 64 | 641 |
| nand2b_1 | 33 | 206 |
| mux2_4 | 30 | 450 |
| o211ai_2 | 30 | 375 |
| o221ai_2 | 30 | 450 |
| buf_2 | 12 | 60.1 |
| buf_6 | 9 | 101 |
| clkbuf_1 | 6 | 22.5 |
| buf_4 | 2 | 15.0 |
| mux2_2 | 2 | 22.5 |
| o211ai_1 | 2 | 15.0 |
| o221ai_1 | 2 | 17.5 |
| or2_1 | 1 | 6.26 |
per-stage QoR:
step                area, µm²  setup TNS, ns  setup slack, ns  hold WS, ns   util
finish                   5270              0           0.0363         1.17  0.394
global route             5270              0         0.000873         1.21  0.394
CTS                      5190        -0.0507          -0.0507         1.28  0.389
detailed placement       5320         -11.86           -0.415         1.63  0.399
global placement         5320         -11.28           -0.395         1.62  0.399
floorplan                2380              0            0.292        0.864      -
per-layer routing:
metal | track usage | up-vias | wire length [µm]
met2 | 0.236 | 129 | 6770
met3 | 0.0458 | 2 | 1240
met4 | 0.00527 | 0 | 22
met5 | 0 | - | 0
li1 | - | 1431 | -
met1 | 0.140 | 1298 | 4700
final cells by class:
class	instances	area, µm²	share of cell area
antenna	3	7.51	0.00143
timing repair buffer	289	2840	0.539
tap	176	220	0.0418
multi-input combinational	194	2200	0.417
cell families after synthesis:
logic type	count (synthesis)	synth area share
buffers and inverters	29	0.0835
AND-OR/OR-AND	64	0.360
AND/OR/NAND/NOR	34	0.0892
multiplexers	96	0.467
what timing repair did:
action	4_1_cts	5_1_grt
hold endpoints to repair	0	0
resized	134	26
gates cloned	1	0
pin swaps	29	26
endpoints found under the setup margin	32	28
Power and IR drop assume default switching activity.
