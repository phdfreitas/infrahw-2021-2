**constraint.sdc**
```tcl
current_design F_mux_regData

set clk_period 1.8
set clk_io_pct 0.2

create_clock -name clk0 -period $clk_period

set non_clock_inputs [all_inputs -no_clocks]
set_input_delay [expr $clk_period * $clk_io_pct] -clock clk0 $non_clock_inputs
set_output_delay [expr $clk_period * $clk_io_pct] -clock clk0 [all_outputs]
```
**config.mk**
```make
export PLATFORM = sky130hd
export DESIGN_NAME = F_mux_regData
export DESIGN_NICKNAME = F_mux_regData
export VERILOG_FILES = /design/flow/design.v
export SDC_FILE = /design/flow/constraint.sdc
export NUM_CORES = 4
export LEC_CHECK = 1
export CORE_AREA = 10 10 145 145
export DIE_AREA = 0 0 155 155
```
**run.sh**
```bash
#!/bin/bash
# OpenROAD 26Q1-2900-gdf79404cd8, Yosys 0.63+post, stock flow scripts
make -C /OpenROAD-flow-scripts/flow DESIGN_CONFIG=/design/flow/config.mk WORK_HOME=/design/flow/orfs finish
```
**design.v**
```verilog
module F_mux_regData (
    input  wire  [2:0]    selector,    
    input  wire  [31:0]   Data_0,
    input  wire  [31:0]   Data_1,
    input  wire  [31:0]   Data_2,
    input  wire  [31:0]   Data_3,     
    input  wire  [31:0]   Data_4,
    input  wire  [31:0]   Data_5,
    input  wire  [31:0]   Data_6,
    output wire  [31:0]   Data_out
);
    wire [31:0] W1;
    wire [31:0] W2;
    wire [31:0] W3;
    wire [31:0] W4;
    wire [31:0] W5;
    assign W1       = (selector[0]) ? Data_1 : Data_0;  
    assign W2       = (selector[0]) ? Data_3 : Data_2;
    assign W3       = (selector[0]) ? Data_5 : Data_4;
    assign W4       = (selector[1]) ? W2 : W1;
    assign W5       = (selector[1]) ? Data_6 : W3;
    assign Data_out = (selector[2]) ? W5 : W4;
endmodule
```
==> flow_metrics.tcl <==
# yosys + openroad results
set metrics [dict create \
    crit_required_ns 1.44 \
    dp_cells 709 \
    arrival_ns 1.41 \
    antenna_found_initial 1 \
    drt_iter0_markers 38 \
    syn_area_um2 2380 \
    worst_path_dominant_cell_family "buffers and inverters" \
    gp_congestion 0.864 \
    grt_pass1_wl_um 19700 \
    grt_pass1_vias 3250 \
    crit_type "primary input to primary output" \
    drt_pass1_iterations 4 \
    logic_area_um2 2230 \
    ys_area_um2 2380 \
    fp.dieArea_um2 24000 \
    slew_violations 0 \
    status "complete, no violations" \
    synth_seq_share_pct 0 \
    max_slew_margin_pct 72.0 \
    synth_top_cell_by_area "mux2i_1" \
    crit_cells 5 \
    stdcell_area_um2 5340 \
    place_area_um2 5350 \
    setup_viol 0 \
    cp_slowest_stage_delay_ns 0.41 \
    routed_wl_um 13500 \
    tool_warnings 32 \
    dr_total_vias 2892 \
    finalHoldViolCount 0 \
    hold_class "primary input to primary output" \
    fp_util_pct 13.3 \
    seq_cell_count 0 \
    fin_util_pct 29.7 \
    avgSynthCellArea_um2 10.7 \
    ir_drop_uv 110 \
    port_buffers 259 \
    die_y_um 155 \
    use_met2_pct 18.5 \
    area_leaders "mux2i_1 27%, mux2_4 19%, o221ai_2 19%" \
    place_hpwl_um 11200 \
    postCtsHoldBufs 0 \
    fin_crit_sh_pct 98.3 \
    synth_cell_types 13 \
    pre_cts_slack_ns -0.410 \
    leakage_uw 0.00233 \
    route.detailed.drc 0 \
    drive_gt1_share_pct 33.1 \
    ys_cells 223 \
    max_freq_ghz 0.565 \
    rsz0062_at_grt "false" \
    die_x_um 155 \
    worstPathMaxFanout 1 \
    drtAntennaViolNets 0 \
    critPathBufInv 2 \
    fillers 1836 \
    post-cts-setup-buffers 0 \
    wl_per_cell_um 18.9 \
    timing.final.ws_setup_ns 0.0313 \
    end_kind "primary output" \
    most_common_cell "mux2i_1" \
    grt_max_degree 25 \
    synth_top_area_share_pct 26.9 \
    rows 49 \
    gr-total-overflow 0 \
    critPathSlowestCell "clkdlybuf4s50_1" \
    synthCells 223 \
    grt_usage_pct 10.4 \
    ios 259 \
    crit_path_start_kind "primary input" \
    layout.cells.non_filler 714 \
    min_period_ns 1.77 \
    ys_warn_count 0 \
    powerDensity_nw_per_um2 224 \
    hold_path_depth 5 \
    cap_violations 0 \
    syn2layout_area_growth_pct 124 \
    nClkBuffers 0 \
    crit_chain "clkdlybuf4s50_1 > mux2_4 > o211ai_2 > o221ai_2 > buf_2" \
    flop_area_um2 0 \
    worst_pin_slew_ns 0.420 \
    vias_per_cell 4.05 \
    gr-usage-met1_pct 12.7 \
    coreArea_um2 18000 \
    yosys-top-cells-count "64 x mux2i_1, 33 x nand2b_1, 30 x mux2_4, 30 x o211ai_2, 30 x o221ai_2" \
    grtUsageMet3_pct 2.88 \
    busiest_layer "met2" \
]
power by group:
group	leakage [µW]	switching, µW	internal [µW]
sequential	0	0	0
combinational	0.00233	402	796
clock	0.00000000634	0	0.0000743
cell usage in the layout, fill, tap and decap left out, drive strengths merged:
master / instances
nand2b: 33
clkdlybuf4s50: 171
clkbuf: 1
o211ai: 32
mux2: 32
or2: 1
buf: 65
diode: 1
mux2i: 64
dlymetal6s2s: 13
o221ai: 32
dlygate4sd2: 40
repair_timing:
action                     4_1_cts  5_1_grt
setup endpoints to repair       32       23
gates cloned                     3        1
gates resized                  151       14
pin swaps                       33       18
kinds of logic (layout without fill, tap and decap cells):
| family | count (synthesis) | count (layout) | share of synthesized area [%] |
|---|---|---|---|
| compound gates | 64 | 64 | 36.0 |
| buf+inv | 29 | 290 | 8.35 |
| mux | 96 | 96 | 46.7 |
| other cells | 0 | 1 | 0 |
| simple gates | 34 | 34 | 8.92 |
path summary, 6_finish.rpt:
path,endpoint,slack (ns),from
worst max-delay path,Data_out[2],0.03,Data_2[2]
worst min-delay path,Data_out[18],1.16,Data_2[18]
tightest hold or removal path, stage by stage:
cell and delay (ns):
dlymetal6s2s_1 0.08, mux2_4 0.14, o211ai_2 0.07, o221ai_2 0.05, buf_2 0.09
layer usage:
layer / wire length [µm] / vias to the layer above
met5: 0 / -
met4: 17 / 0
met2: 6840 / 133
li1: - / 1432
met3: 1100 / 2
met1: 5520 / 1325
stage by stage:
stage	TNS (ns)	hold slack, ns	total power [µW]
final	0	1.16	1200
after CTS	0	1.27	1220
after global routing	0	1.20	1290
after detailed placement	-11.15	1.68	1270
after floorplan	0	0.864	502
after global placement	-10.79	1.69	1270
area by class of cell:
| cell class | count | area share, % |
|---|---|---|
| Antenna cell | 1 | 0.0469 |
| Timing Repair Buffer | 290 | 52.8 |
| Tap cell | 229 | 5.37 |
| Multi-Input combinational cell | 194 | 41.8 |
Power is estimated from default activity; no workload was simulated.
